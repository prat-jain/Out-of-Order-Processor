--- flow/run.sh ---
#!/bin/bash
# OpenROAD 26Q1-2900-gdf79404cd8, Yosys 0.63+post, stock flow scripts
make -C /OpenROAD-flow-scripts/flow DESIGN_CONFIG=/design/flow/config.mk WORK_HOME=/design/flow/orfs finish
--- flow/config.mk ---
export PLATFORM = sky130hd
export DESIGN_NAME = stack
export DESIGN_NICKNAME = stack
export VERILOG_FILES = /design/flow/design.v
export SDC_FILE = /design/flow/constraint.sdc
export NUM_CORES = 4
export LEC_CHECK = 1
export CORE_UTILIZATION = 40
--- flow/constraint.sdc ---
current_design stack

set clk_period 15.2
set clk_io_pct 0.2

create_clock -name clk0 -period $clk_period [get_ports {clk}]

set non_clock_inputs [all_inputs -no_clocks]
set_input_delay [expr $clk_period * $clk_io_pct] -clock clk0 $non_clock_inputs
set_output_delay [expr $clk_period * $clk_io_pct] -clock clk0 [all_outputs]
--- flow/design.v ---
interface mem_itf_w_mask #(
    parameter               CHANNELS = 1,
    parameter               DWIDTH = 32,
    parameter               MWIDTH = DWIDTH / 8
)(
    input   bit             clk,
    input   bit             rst
);
    logic   [31:0]          addr    [CHANNELS];
    logic   [MWIDTH-1:0]    rmask   [CHANNELS];
    logic   [MWIDTH-1:0]    wmask   [CHANNELS];
    logic   [DWIDTH-1:0]    rdata   [CHANNELS];
    logic   [DWIDTH-1:0]    wdata   [CHANNELS];
    logic                   resp    [CHANNELS];
    bit                     error = 1'b0;
    modport dut (
        input               clk,
        input               rst,
        output              addr,
        output              rmask,
        output              wmask,
        input               rdata,
        output              wdata,
        input               resp
    );
    modport mem (
        input               clk,
        input               rst,
        input               addr,
        input               rmask,
        input               wmask,
        output              rdata,
        input               wdata,
        output              resp,
        output              error
    );
    modport mon (
        input               clk,
        input               rst,
        input               addr,
        input               rmask,
        input               wmask,
        input               rdata,
        input               wdata,
        input               resp,
        output              error
    );
endinterface
interface mem_itf_wo_mask #(
    parameter               CHANNELS = 1,
    parameter               DWIDTH = 32
)(
    input   bit             clk,
    input   bit             rst
);
    logic   [31:0]          addr    [CHANNELS];
    logic                   read    [CHANNELS];
    logic                   write   [CHANNELS];
    logic   [DWIDTH-1:0]    rdata   [CHANNELS];
    logic   [DWIDTH-1:0]    wdata   [CHANNELS];
    logic                   resp    [CHANNELS];
    bit                     error = 1'b0;
    modport dut (
        input               clk,
        input               rst,
        output              addr,
        output              read,
        output              write,
        input               rdata,
        output              wdata,
        input               resp
    );
    modport mem (
        input               clk,
        input               rst,
        input               addr,
        input               read,
        input               write,
        output              rdata,
        input               wdata,
        output              resp,
        output              error
    );
    modport mon (
        input               clk,
        input               rst,
        input               addr,
        input               read,
        input               write,
        input               rdata,
        input               wdata,
        input               resp,
        output              error
    );
endinterface
interface mem_itf_banked(
    input   bit             clk,
    input   bit             rst
);
    logic   [31:0]          addr;
    logic                   read;
    logic                   write;
    logic   [63:0]          wdata;
    logic                   ready;
    logic   [31:0]          raddr;
    logic   [63:0]          rdata;
    logic                   rvalid;
    bit                     error = 1'b0;
    modport dut (
        input               clk,
        input               rst,
        output              addr,
        output              read,
        output              write,
        output              wdata,
        input               ready,
        input               raddr,
        input               rdata,
        input               rvalid
    );
    modport mem (
        input               clk,
        input               rst,
        input               addr,
        input               read,
        input               write,
        input               wdata,
        output              ready,
        output              rdata,
        output              raddr,
        output              rvalid,
        output              error
    );
    modport mon (
        input               clk,
        input               rst,
        input               addr,
        input               read,
        input               write,
        input               wdata,
        input               ready,
        input               rdata,
        input               raddr,
        input               rvalid,
        input               error
    );
endinterface
interface mon_itf#(
            parameter       CHANNELS = 1
)(
    input   bit             clk,
    input   bit             rst
);
            logic           valid     [CHANNELS];
            logic   [63:0]  order     [CHANNELS];
            logic   [31:0]  inst      [CHANNELS];
            logic           halt      [CHANNELS];
            logic   [4:0]   rs1_addr  [CHANNELS];
            logic   [4:0]   rs2_addr  [CHANNELS];
            logic   [31:0]  rs1_rdata [CHANNELS];
            logic   [31:0]  rs2_rdata [CHANNELS];
            logic   [4:0]   rd_addr   [CHANNELS];
            logic   [31:0]  rd_wdata  [CHANNELS];
            logic   [4:0]   frd_addr  [CHANNELS];
            logic   [31:0]  frd_wdata [CHANNELS];
            logic   [31:0]  pc_rdata  [CHANNELS];
            logic   [31:0]  pc_wdata  [CHANNELS];
            logic   [31:0]  mem_addr  [CHANNELS];
            logic   [3:0]   mem_rmask [CHANNELS];
            logic   [3:0]   mem_wmask [CHANNELS];
            logic   [31:0]  mem_rdata [CHANNELS];
            logic   [31:0]  mem_wdata [CHANNELS];
            bit             error = 1'b0;
endinterface
package rv32i_types;
    localparam PR_WIDTH = 6;  
    localparam AR_WIDTH = 5;  
    localparam IQUEUE_WIDTH = 66;  
    localparam IQUEUE_DEPTH = 16;
    localparam FREE_LIST_WIDTH = PR_WIDTH;
    localparam FREE_LIST_DEPTH = 32;
    localparam ROB_QUEUE_WIDTH = 194;
    localparam ROB_QUEUE_DEPTH = 16;
    localparam RAT_PR_WIDTH = PR_WIDTH + 1;  
    localparam RAT_AR_WIDTH = AR_WIDTH;
    localparam ALU_RS_COUNT = 4;
    localparam MUL_RS_COUNT = 2;
    localparam DIV_RS_COUNT = 2; 
    localparam LHT_DEPTH = 16; 
    localparam PHT_DEPTH = 32;
    localparam GHR_SIZE = 4;
    localparam BTB_DEPTH = 32;
    typedef enum logic [6:0] {
        op_b_lui       = 7'b0110111,  
        op_b_auipc     = 7'b0010111,  
        op_b_jal       = 7'b1101111,  
        op_b_jalr      = 7'b1100111,  
        op_b_br        = 7'b1100011,  
        op_b_load      = 7'b0000011,  
        op_b_store     = 7'b0100011,  
        op_b_imm       = 7'b0010011,  
        op_b_reg       = 7'b0110011   
    } rv32i_opcode;
    typedef enum logic [2:0] {
        arith_f3_add   = 3'b000,  
        arith_f3_sll   = 3'b001,
        arith_f3_slt   = 3'b010,
        arith_f3_sltu  = 3'b011,
        arith_f3_xor   = 3'b100,
        arith_f3_sr    = 3'b101,  
        arith_f3_or    = 3'b110,
        arith_f3_and   = 3'b111
    } arith_f3_t;
    typedef enum logic [2:0] {
        branch_f3_beq  = 3'b000,
        branch_f3_bne  = 3'b001,
        branch_f3_blt  = 3'b100,
        branch_f3_bge  = 3'b101,
        branch_f3_bltu = 3'b110,
        branch_f3_bgeu = 3'b111
    } branch_f3_t;
    typedef enum logic [2:0] {
        load_f3_lb     = 3'b000,
        load_f3_lh     = 3'b001,
        load_f3_lw     = 3'b010,
        load_f3_lbu    = 3'b100,
        load_f3_lhu    = 3'b101
    } load_f3_t;
    typedef enum logic [2:0] {
        store_f3_sb    = 3'b000,
        store_f3_sh    = 3'b001,
        store_f3_sw    = 3'b010
    } store_f3_t;
    typedef enum logic [2:0] {
        alu_op_add     = 3'b000,
        alu_op_sll     = 3'b001,
        alu_op_sra     = 3'b010,
        alu_op_sub     = 3'b011,
        alu_op_xor     = 3'b100,
        alu_op_srl     = 3'b101,
        alu_op_or      = 3'b110,
        alu_op_and     = 3'b111
    } alu_ops;
    typedef enum logic [6:0] {
        base           = 7'b0000000,
        variant        = 7'b0100000
    } funct7_t;
    typedef enum logic [1:0] {
        snt = 2'b00,
        wnt = 2'b01,
        wt  = 2'b10,
        st  = 2'b11
    } bp_state_t;
    typedef union packed {
        logic [31:0] word;
        struct packed {
            logic [11:0] i_imm;
            logic [4:0]  rs1;
            logic [2:0]  funct3;
            logic [4:0]  rd;
            rv32i_opcode opcode;
        } i_type;
        struct packed {
            logic [6:0]  funct7;
            logic [4:0]  rs2;
            logic [4:0]  rs1;
            logic [2:0]  funct3;
            logic [4:0]  rd;
            rv32i_opcode opcode;
        } r_type;
        struct packed {
            logic [11:5] imm_s_top;
            logic [4:0]  rs2;
            logic [4:0]  rs1;
            logic [2:0]  funct3;
            logic [4:0]  imm_s_bot;
            rv32i_opcode opcode;
        } s_type;
        struct packed {
            logic [12:12] imm_b_1;
            logic [10:5] imm_b_2;
            logic [4:0]  rs2;
            logic [4:0]  rs1;
            logic [2:0]  funct3;
            logic [4:1]  imm_b_3;
            logic [11:11] imm_b_4;
            rv32i_opcode opcode;
        } b_type;
        struct packed {
            logic [31:12] imm;
            logic [4:0]   rd;
            rv32i_opcode  opcode;
        } j_type;
    } instr_t; 
    typedef enum logic [2:0] {
        idle = '0,
        burst_one = 3'b001,
        burst_two = 3'b010,
        burst_three = 3'b011,
        burst_four = 3'b100,
        respond = 3'b101
    } adapter_state;
    typedef struct packed {
        logic   [31:0]  addr;
        logic   [3:0]   rmask;
        logic   [3:0]   wmask;
        logic   [31:0]  wdata;
    } s1_s2_stage_reg_t;
    typedef struct packed {
        logic   [31:0]  pc;
        logic   [31:0]  inst;
        bp_state_t   bp_curr_state;
        logic   [$clog2(LHT_DEPTH)-1:0] br_pattern;
        bp_state_t   gshare_bp_curr_state;
        logic   [$clog2(LHT_DEPTH)-1:0] ghr_val;
        logic   tournament_output;
        logic   [31:0] btb_pc_next;
    } iq_struct_t;
    typedef struct packed {
        logic                                commit;
        logic   [AR_WIDTH-1:0]                   rd;
        logic   [PR_WIDTH-1:0]                   pd;
        logic   [AR_WIDTH-1:0]                  rs1; 
        logic   [AR_WIDTH-1:0]                  rs2; 
        logic   [PR_WIDTH-1:0]                  ps1;
        logic   [PR_WIDTH-1:0]                  ps2;
        logic   [31:0]                         inst;
        logic   [31:0]                           pc;
        logic   [31:0]                      pc_next;
        logic   [63:0]                        order;
        logic                                 flush; 
        bp_state_t                          bp_prev_state;
        logic  [$clog2(LHT_DEPTH)-1:0]      prev_pattern;
        logic                               predictor_used;
        logic                               branch_taken;
        logic  [$clog2(LHT_DEPTH)-1:0]      ghr_val;
    } rob_entry_t;
    typedef struct packed {
        logic                                   ps1_valid;
        logic                                   ps2_valid;
        logic   [PR_WIDTH-1:0]                  ps1;
        logic   [PR_WIDTH-1:0]                  ps2;
        logic   [PR_WIDTH-1:0]                  pd;
        logic   [AR_WIDTH-1:0]                  rd; 
        logic   [$clog2(ROB_QUEUE_DEPTH)-1:0]   rob_entry;
        logic   [31:0]                          pc;
        logic                                   br_en;
        logic   [6:0]                           op_code;
        logic   [31:0]                          imm;
        logic   [2:0]                           funct3;   
        logic   [6:0]                           funct7; 
        bp_state_t                              bp_curr_state;
        logic   [$clog2(LHT_DEPTH)-1:0]         br_pattern;  
        logic                                   predictor_used;
        logic   [$clog2(LHT_DEPTH)-1:0] ghr_val;
        logic   [31:0]                  btb_pc_next;
        logic                                   data_available; 
        logic       [31:0]                      load_data; 
    } res_station_struct_t;
    typedef struct packed {
        logic                                   busy;
        logic                                   ps1_valid;
        logic                                   ps2_valid;
        logic   [PR_WIDTH-1:0]                  ps1;
        logic   [PR_WIDTH-1:0]                  ps2;
        logic   [PR_WIDTH-1:0]                  pd;
        logic   [AR_WIDTH-1:0]                  rd; 
        logic   [$clog2(ROB_QUEUE_DEPTH)-1:0]   rob_entry;
        logic   [31:0]                          pc;
        logic                                   br_en;
        logic   [6:0]                           op_code;
        logic   [31:0]                          imm;
        logic   [2:0]                           funct3;   
        logic   [6:0]                           funct7;   
        bp_state_t                           bp_curr_state;
        logic   [$clog2(LHT_DEPTH)-1:0]         br_pattern;  
        logic                                   predictor_used;
        logic   [$clog2(LHT_DEPTH)-1:0] ghr_val;
        logic   [31:0]                  btb_pc_next;
        logic       [31:0]                      age; 
    } res_station_entry_t;
    typedef struct packed {
        logic   [PR_WIDTH-1:0]                  pd;
        logic   [31:0]                          pv; 
        logic   [AR_WIDTH-1:0]                  rd; 
        logic                                   regf_we; 
        logic   [$clog2(ROB_QUEUE_DEPTH)-1:0]   rob_entry;
        logic   [31:0]                          pc;
        logic                                   update_pc_next;
        logic   [31:0]                          pc_next;
        logic                                   branch_taken;
    } execution_out_t;
    typedef struct packed {
        logic   [PR_WIDTH-1:0]                  pd;
        logic   [31:0]                          pv; 
        logic   [AR_WIDTH-1:0]                  rd; 
        logic                                   regf_we; 
        logic   [$clog2(ROB_QUEUE_DEPTH)-1:0]   rob_entry;
        logic   [31:0]                          pc;
        logic                                   update_pc_next;
        logic   [31:0]                          pc_next;
        logic                                   branch_taken;
    } CDB_t;
    typedef struct packed {
        logic                                   ps1_valid;
        logic                                   ps2_valid;
        logic   [PR_WIDTH-1:0]                  ps1;
        logic   [PR_WIDTH-1:0]                  ps2;
        logic   [PR_WIDTH-1:0]                  pd;
        logic   [AR_WIDTH-1:0]                  rd; 
        logic   [$clog2(ROB_QUEUE_DEPTH)-1:0]   rob_entry;
        logic   [31:0]                          pc;
        logic                                   br_en;
        logic   [6:0]                           op_code;
        logic   [31:0]                          imm;
        logic   [2:0]                           funct3;   
        logic   [6:0]                           funct7; 
        bp_state_t                           bp_curr_state;  
        logic   [$clog2(LHT_DEPTH)-1:0]         br_pattern;  
        logic                                   predictor_used;
        logic   [$clog2(LHT_DEPTH)-1:0] ghr_val;
        logic   [31:0]                  btb_pc_next;
        logic                                   data_available; 
        logic       [31:0]                      load_data; 
    } ls_queue_entry_t;  
    typedef struct packed {
        logic                                   ps1_valid;
        logic                                   ps2_valid;
        logic   [PR_WIDTH-1:0]                  ps1;
        logic   [PR_WIDTH-1:0]                  ps2;
        logic   [PR_WIDTH-1:0]                  pd;
        logic   [AR_WIDTH-1:0]                  rd; 
        logic   [$clog2(ROB_QUEUE_DEPTH)-1:0]   rob_entry;
        logic   [31:0]                          pc;
        logic                                   br_en;
        logic   [6:0]                           op_code;
        logic   [31:0]                          imm;
        logic   [2:0]                           funct3;   
        logic   [6:0]                           funct7;   
        logic                                   valid;
    } ls_queue_entry_t_2;
    typedef struct packed {
        logic   [31:0]  addr2;
        logic   [31:0]  addr;
        logic   [31:0]  rdata;
        logic   [31:0]  wdata;
        logic   [3:0]   rmask;
        logic   [3:0]   wmask;
        logic   [2:0]                           funct3; 
        logic   [PR_WIDTH-1:0]                  pd;
        logic   [31:0]                          pv; 
        logic   [AR_WIDTH-1:0]                  rd; 
        logic                                   regf_we; 
        logic   [$clog2(ROB_QUEUE_DEPTH)-1:0]   rob_entry;
        logic   [31:0]                          pc;
        logic                                   update_pc_next;
        logic   [31:0]                          pc_next;
        logic                                   data_available; 
        logic       [31:0]                      load_data; 
    } split_lsq_t;
    typedef struct packed {
        logic   [31:0]  addr;
        logic   [31:0]  rdata;
        logic   [31:0]  wdata;
        logic   [3:0]   rmask;
        logic   [3:0]   wmask;
    } rvfi_mem_signals_t;
endpackage
package params;
endpackage
module stack #(
    parameter DATA_WIDTH = 32,        
    parameter STACK_DEPTH = 16       
) (
    input  logic                  clk,            
    input  logic                  rst,          
    input  logic                  push,           
    input  logic                  pop,            
    input  logic [DATA_WIDTH-1:0] push_data,      
    output logic [DATA_WIDTH-1:0] pop_data,       
    output logic                  full,           
    output logic                  empty           
);
    localparam ADDR_WIDTH = $clog2(STACK_DEPTH);  
    logic [DATA_WIDTH-1:0] stack_mem [0:STACK_DEPTH-1];  
    logic [ADDR_WIDTH-1:0] sp;                           
    assign full  = (sp == 4'd7);
    assign empty = (sp == '0);
    assign pop_data = empty ? '0 : stack_mem[sp - 1];
    always_ff @(posedge clk) begin
        if (rst) begin
            sp <= '0;  
        end else begin
            if (push && !empty && pop && !full) begin
                stack_mem[sp] <= push_data;
            end else begin
                if (pop && !empty) begin
                    stack_mem[sp] <= '1;
                    sp <= sp - 1'b1;               
                end
                if (push && !full) begin
                    stack_mem[sp] <= push_data;  
                    sp <= sp + 1'b1;               
                end
            end
        end
    end
endmodule
==> flow_metrics.env <==
# yosys + openroad results
export IMPL_status="finished, final reports clean"
export IMPL_critPathArrivalTime_ns=4.51
export IMPL_grt_pass1_vias=10400
export IMPL_place_congestion=0.758
export IMPL_required_ns=12.16
export IMPL_synth_seq_share_pct=76.7
export IMPL_wl_per_cell_um=24.8
export IMPL_p_leak_nw=7.35
export IMPL_cts_setup_buffers=0
export IMPL_io_pins=70
export IMPL_timing_final_crit_period_ns=7.55
export IMPL_cts_hold_buf=0
export IMPL_whs_endpoint="sp[1]"
export IMPL_clk_latency_ns=0.59
export IMPL_grt_max_degree=82
export IMPL_grt_pass1_wl_um=63000
export IMPL_syn_inst=887
export IMPL_stdcell_count=1694
export IMPL_antenna_found_initial=0
export IMPL_cts_resized=0
export IMPL_cts_root_buf="clkbuf_16"
export IMPL_peakVddDrop_mv=0.148
export IMPL_cts_sinks=516
export IMPL_dp_hpwl_um=20500
export IMPL_slowest_stage="buf_4"
export IMPL_endpoint_kind="primary output"
export IMPL_hold_viol_final=0
export IMPL_worst_r2r_setup_slack_ns=11.76
export IMPL_firstDrtPassIters=4
export IMPL_core_area_um2=49400
export IMPL_skew_ns=0.0137
export IMPL_hold_start="sp[1]"
export IMPL_min_path_cells=2
export IMPL_antenna_left=0
export IMPL_cp_cell_sequence="inv_1 > ha_4 > buf_4 > buf_4 > mux4_2 > mux2i_1 > o22ai_1 > clkdlybuf4s50_1"
export IMPL_initial_core_util_pct=40.8
export IMPL_viasPerCell=5.47
export IMPL_setup_tns_ns=0
export IMPL_clockBufferDepth=3
export IMPL_path_clk_slew_ns=0.06
export IMPL_die_height_um=226
export IMPL_path_buffers=4
export IMPL_max_slew_worst_pin_slew_ns=0.769
export IMPL_synthToLayoutAreaGrowth_pct=16.2
export IMPL_relSlewSlack_pct=48.7
export IMPL_setup_violations=0
export IMPL_grt_overflow=0
export IMPL_crit_type="reg -> out"
export IMPL_die_w_um=226
export IMPL_die_area_um2=51300
export IMPL_drc=0
export IMPL_ys_cells=887
export IMPL_yosys_warnings=1
export IMPL_ctsHtreeMaxLevel=2
export IMPL_r2r_end="stack_mem[13][15]"
export IMPL_hold_path_class="reg -> reg"
export IMPL_ys_types=44
export IMPL_ys_ff=516
export IMPL_drive_gt1_share_pct=28.9
export IMPL_num_antenna_cells=0
export IMPL_slew_violations=0
export IMPL_wirelength_um=41900
export IMPL_start_kind="flip-flop"
export IMPL_max_cap_violations=0
export IMPL_worstPathMaxFanout=52
export IMPL_cts_tree="built"
export IMPL_fin_crit_sh_pct=49.7
export IMPL_rows=81
export IMPL_cts_made_buffers=52
export IMPL_worst_r2r_path_depth=8
export IMPL_critPathTopFamily="buffers and inverters"
export IMPL_synth_area_um2=20200
export IMPL_setup_ws_ns=7.65
export IMPL_cp_common_cell="buf_4"
export IMPL_fmax_ghz=0.132
export IMPL_max_stage_delay_ns=0.74
export IMPL_num_vias=9258
export IMPL_r2r_start="sp[0]"
export IMPL_power_density_nw_per_um2=188
export IMPL_pre_cts_ws_ns=8.19
export IMPL_ys_chip_area_um2=20200
export IMPL_syn_area_per_cell_um2=22.7
export IMPL_rsz0062_at_grt="false"
export IMPL_gr_usage_all_layers_pct=18.8
export IMPL_tool_warnings=28
export IMPL_place_inst=1602
export IMPL_drt_iter0_drc=651
export IMPL_io_buffers=69
[layout by cell type, fill, tap and decap left out, drive strengths merged, types with 2 or more instances in the layout]
cell / synthesis / layout
nand2: 7 / 7
nand2b: 2 / 2
clkinvlp: 0 / 4
clkbuf: 22 / 58
o21ai: 3 / 3
o22ai: 33 / 33
and4bb: 3 / 3
dfxtp: 4 / 4
clkdlybuf4s50: 0 / 69
edfxtp: 512 / 512
or2: 32 / 32
a211oi: 2 / 2
nor3: 8 / 8
mux2i: 65 / 65
inv: 7 / 9
buf: 26 / 30
nand3: 3 / 3
bufinv: 0 / 5
nor2: 11 / 11
clkinv: 0 / 23
mux4: 128 / 128
ha: 4 / 4
[final cells by class]
type | instances | area, um2
clock buffer | 58 | 1350
clock inverter | 34 | 334
fill | 3979 | 25900
inverter | 7 | 26.3
multi-input combinational | 316 | 4510
sequential | 516 | 15500
tap | 664 | 831
timing repair buffer | 99 | 928
[worst min-delay path, delay by kind of cell (launching register included)]
kind / cells / cell delay, ns
flops: 1 / 0.39
compound gates: 2 / 0.19
[metal layers]
layer  global-route usage [%]  up-vias  routed length (um)
li1                         -     3957                   -
met1                     25.3     4691               15200
met2                     27.2      559               19800
met3                     13.6       51                6380
met4                     2.62        0                 624
met5                        0        -                   0
[per-stage QoR]
step,utilization [%],hold WS (ns),power [mW],instance area [um2]
final,47.5,0.642,4.40,23400
after global routing,47.5,0.682,4.61,23400
after CTS,47.5,0.636,4.47,23400
after detailed placement,44.1,0.628,3.21,21800
after global placement,44.1,0.617,3.20,21800
after floorplan,-,0.585,2.68,20200
[registers in the layout (all words and copies together) (netlist names)]
name / flops
stack_mem: 512
sp: 4
[logic make-up after synthesis]
logic type | Yosys count | share of synthesized area (%)
AOI/OAI and AO/OA | 46 | 1.51
xor gates and xnor gates | 3 | 0.292
adders and majority gates | 4 | 0.248
DFF | 516 | 76.7
muxes | 194 | 17.6
buffers and inverters | 55 | 1.60
and+or+nand+nor | 69 | 2.10
[how the worst max path moves through the flow]
stage / start / endpoint / depth (start not counted)
after CTS: sp[1] / pop_data[6] / 8
after global routing: sp[1] / pop_data[11] / 8
final: sp[1] / pop_data[6] / 8
[cells in the mapped netlist, drive strengths merged]
cell type  count  area (um2)
o211ai         1        7.51
nor3           8        56.3
nand2b         2        12.5
edfxtp       512       15400
o22ai         33         206
and4bb         3        37.5
or3b           1        11.3
xnor2          1        27.5
dfxtp          4        80.1
mux2i         65         651
buf           26         209
mux4         128        2880
inv            7        26.3
or2           32         200
clkbuf        22        86.3
a22oi          1        7.51
a41oi          1        8.76
a211oi         2        20.0
a311oi         1        8.76
xor2           1        8.76
nand3b         1        11.3
o221ai         1        8.76
nand2          7        28.8
nor2b          1        6.26
mux2           1        11.3
ha             4        50.1
o2bb2ai        1        8.76
nand3          3        15.0
o22a           1        8.76
nor2          11        43.8
xnor3          1        22.5
a21oi          1        5.00
o21ai          3        15.0
[report_power, final]
group | internal [mW] | switching, mW
sequential | 1.64 | 0.0142
combinational | 0.764 | 0.721
clock | 0.724 | 0.528
total | 3.13 | 1.26
Power and IR drop assume default switching activity.
