**flow/design.v**
```verilog
interface mem_itf_w_mask #(
    parameter               CHANNELS = 1,
    parameter               DWIDTH = 32,
    parameter               MWIDTH = DWIDTH / 8
)(
    input   bit             clk,
    input   bit             rst
);
    logic   [31:0]          addr    [CHANNELS];
    logic   [MWIDTH-1:0]    rmask   [CHANNELS];
    logic   [MWIDTH-1:0]    wmask   [CHANNELS];
    logic   [DWIDTH-1:0]    rdata   [CHANNELS];
    logic   [DWIDTH-1:0]    wdata   [CHANNELS];
    logic                   resp    [CHANNELS];
    bit                     error = 1'b0;
    modport dut (
        input               clk,
        input               rst,
        output              addr,
        output              rmask,
        output              wmask,
        input               rdata,
        output              wdata,
        input               resp
    );
    modport mem (
        input               clk,
        input               rst,
        input               addr,
        input               rmask,
        input               wmask,
        output              rdata,
        input               wdata,
        output              resp,
        output              error
    );
    modport mon (
        input               clk,
        input               rst,
        input               addr,
        input               rmask,
        input               wmask,
        input               rdata,
        input               wdata,
        input               resp,
        output              error
    );
endinterface
interface mem_itf_wo_mask #(
    parameter               CHANNELS = 1,
    parameter               DWIDTH = 32
)(
    input   bit             clk,
    input   bit             rst
);
    logic   [31:0]          addr    [CHANNELS];
    logic                   read    [CHANNELS];
    logic                   write   [CHANNELS];
    logic   [DWIDTH-1:0]    rdata   [CHANNELS];
    logic   [DWIDTH-1:0]    wdata   [CHANNELS];
    logic                   resp    [CHANNELS];
    bit                     error = 1'b0;
    modport dut (
        input               clk,
        input               rst,
        output              addr,
        output              read,
        output              write,
        input               rdata,
        output              wdata,
        input               resp
    );
    modport mem (
        input               clk,
        input               rst,
        input               addr,
        input               read,
        input               write,
        output              rdata,
        input               wdata,
        output              resp,
        output              error
    );
    modport mon (
        input               clk,
        input               rst,
        input               addr,
        input               read,
        input               write,
        input               rdata,
        input               wdata,
        input               resp,
        output              error
    );
endinterface
interface mem_itf_banked(
    input   bit             clk,
    input   bit             rst
);
    logic   [31:0]          addr;
    logic                   read;
    logic                   write;
    logic   [63:0]          wdata;
    logic                   ready;
    logic   [31:0]          raddr;
    logic   [63:0]          rdata;
    logic                   rvalid;
    bit                     error = 1'b0;
    modport dut (
        input               clk,
        input               rst,
        output              addr,
        output              read,
        output              write,
        output              wdata,
        input               ready,
        input               raddr,
        input               rdata,
        input               rvalid
    );
    modport mem (
        input               clk,
        input               rst,
        input               addr,
        input               read,
        input               write,
        input               wdata,
        output              ready,
        output              rdata,
        output              raddr,
        output              rvalid,
        output              error
    );
    modport mon (
        input               clk,
        input               rst,
        input               addr,
        input               read,
        input               write,
        input               wdata,
        input               ready,
        input               rdata,
        input               raddr,
        input               rvalid,
        input               error
    );
endinterface
interface mon_itf#(
            parameter       CHANNELS = 1
)(
    input   bit             clk,
    input   bit             rst
);
            logic           valid     [CHANNELS];
            logic   [63:0]  order     [CHANNELS];
            logic   [31:0]  inst      [CHANNELS];
            logic           halt      [CHANNELS];
            logic   [4:0]   rs1_addr  [CHANNELS];
            logic   [4:0]   rs2_addr  [CHANNELS];
            logic   [31:0]  rs1_rdata [CHANNELS];
            logic   [31:0]  rs2_rdata [CHANNELS];
            logic   [4:0]   rd_addr   [CHANNELS];
            logic   [31:0]  rd_wdata  [CHANNELS];
            logic   [4:0]   frd_addr  [CHANNELS];
            logic   [31:0]  frd_wdata [CHANNELS];
            logic   [31:0]  pc_rdata  [CHANNELS];
            logic   [31:0]  pc_wdata  [CHANNELS];
            logic   [31:0]  mem_addr  [CHANNELS];
            logic   [3:0]   mem_rmask [CHANNELS];
            logic   [3:0]   mem_wmask [CHANNELS];
            logic   [31:0]  mem_rdata [CHANNELS];
            logic   [31:0]  mem_wdata [CHANNELS];
            bit             error = 1'b0;
endinterface
package rv32i_types;
    localparam PR_WIDTH = 6;  
    localparam AR_WIDTH = 5;  
    localparam IQUEUE_WIDTH = 66;  
    localparam IQUEUE_DEPTH = 16;
    localparam FREE_LIST_WIDTH = PR_WIDTH;
    localparam FREE_LIST_DEPTH = 32;
    localparam ROB_QUEUE_WIDTH = 194;
    localparam ROB_QUEUE_DEPTH = 16;
    localparam RAT_PR_WIDTH = PR_WIDTH + 1;  
    localparam RAT_AR_WIDTH = AR_WIDTH;
    localparam ALU_RS_COUNT = 4;
    localparam MUL_RS_COUNT = 2;
    localparam DIV_RS_COUNT = 2; 
    localparam LHT_DEPTH = 16; 
    localparam PHT_DEPTH = 32;
    localparam GHR_SIZE = 4;
    localparam BTB_DEPTH = 32;
    typedef enum logic [6:0] {
        op_b_lui       = 7'b0110111,  
        op_b_auipc     = 7'b0010111,  
        op_b_jal       = 7'b1101111,  
        op_b_jalr      = 7'b1100111,  
        op_b_br        = 7'b1100011,  
        op_b_load      = 7'b0000011,  
        op_b_store     = 7'b0100011,  
        op_b_imm       = 7'b0010011,  
        op_b_reg       = 7'b0110011   
    } rv32i_opcode;
    typedef enum logic [2:0] {
        arith_f3_add   = 3'b000,  
        arith_f3_sll   = 3'b001,
        arith_f3_slt   = 3'b010,
        arith_f3_sltu  = 3'b011,
        arith_f3_xor   = 3'b100,
        arith_f3_sr    = 3'b101,  
        arith_f3_or    = 3'b110,
        arith_f3_and   = 3'b111
    } arith_f3_t;
    typedef enum logic [2:0] {
        branch_f3_beq  = 3'b000,
        branch_f3_bne  = 3'b001,
        branch_f3_blt  = 3'b100,
        branch_f3_bge  = 3'b101,
        branch_f3_bltu = 3'b110,
        branch_f3_bgeu = 3'b111
    } branch_f3_t;
    typedef enum logic [2:0] {
        load_f3_lb     = 3'b000,
        load_f3_lh     = 3'b001,
        load_f3_lw     = 3'b010,
        load_f3_lbu    = 3'b100,
        load_f3_lhu    = 3'b101
    } load_f3_t;
    typedef enum logic [2:0] {
        store_f3_sb    = 3'b000,
        store_f3_sh    = 3'b001,
        store_f3_sw    = 3'b010
    } store_f3_t;
    typedef enum logic [2:0] {
        alu_op_add     = 3'b000,
        alu_op_sll     = 3'b001,
        alu_op_sra     = 3'b010,
        alu_op_sub     = 3'b011,
        alu_op_xor     = 3'b100,
        alu_op_srl     = 3'b101,
        alu_op_or      = 3'b110,
        alu_op_and     = 3'b111
    } alu_ops;
    typedef enum logic [6:0] {
        base           = 7'b0000000,
        variant        = 7'b0100000
    } funct7_t;
    typedef enum logic [1:0] {
        snt = 2'b00,
        wnt = 2'b01,
        wt  = 2'b10,
        st  = 2'b11
    } bp_state_t;
    typedef union packed {
        logic [31:0] word;
        struct packed {
            logic [11:0] i_imm;
            logic [4:0]  rs1;
            logic [2:0]  funct3;
            logic [4:0]  rd;
            rv32i_opcode opcode;
        } i_type;
        struct packed {
            logic [6:0]  funct7;
            logic [4:0]  rs2;
            logic [4:0]  rs1;
            logic [2:0]  funct3;
            logic [4:0]  rd;
            rv32i_opcode opcode;
        } r_type;
        struct packed {
            logic [11:5] imm_s_top;
            logic [4:0]  rs2;
            logic [4:0]  rs1;
            logic [2:0]  funct3;
            logic [4:0]  imm_s_bot;
            rv32i_opcode opcode;
        } s_type;
        struct packed {
            logic [12:12] imm_b_1;
            logic [10:5] imm_b_2;
            logic [4:0]  rs2;
            logic [4:0]  rs1;
            logic [2:0]  funct3;
            logic [4:1]  imm_b_3;
            logic [11:11] imm_b_4;
            rv32i_opcode opcode;
        } b_type;
        struct packed {
            logic [31:12] imm;
            logic [4:0]   rd;
            rv32i_opcode  opcode;
        } j_type;
    } instr_t; 
    typedef enum logic [2:0] {
        idle = '0,
        burst_one = 3'b001,
        burst_two = 3'b010,
        burst_three = 3'b011,
        burst_four = 3'b100,
        respond = 3'b101
    } adapter_state;
    typedef struct packed {
        logic   [31:0]  addr;
        logic   [3:0]   rmask;
        logic   [3:0]   wmask;
        logic   [31:0]  wdata;
    } s1_s2_stage_reg_t;
    typedef struct packed {
        logic   [31:0]  pc;
        logic   [31:0]  inst;
        bp_state_t   bp_curr_state;
        logic   [$clog2(LHT_DEPTH)-1:0] br_pattern;
        bp_state_t   gshare_bp_curr_state;
        logic   [$clog2(LHT_DEPTH)-1:0] ghr_val;
        logic   tournament_output;
        logic   [31:0] btb_pc_next;
    } iq_struct_t;
    typedef struct packed {
        logic                                commit;
        logic   [AR_WIDTH-1:0]                   rd;
        logic   [PR_WIDTH-1:0]                   pd;
        logic   [AR_WIDTH-1:0]                  rs1; 
        logic   [AR_WIDTH-1:0]                  rs2; 
        logic   [PR_WIDTH-1:0]                  ps1;
        logic   [PR_WIDTH-1:0]                  ps2;
        logic   [31:0]                         inst;
        logic   [31:0]                           pc;
        logic   [31:0]                      pc_next;
        logic   [63:0]                        order;
        logic                                 flush; 
        bp_state_t                          bp_prev_state;
        logic  [$clog2(LHT_DEPTH)-1:0]      prev_pattern;
        logic                               predictor_used;
        logic                               branch_taken;
        logic  [$clog2(LHT_DEPTH)-1:0]      ghr_val;
    } rob_entry_t;
    typedef struct packed {
        logic                                   ps1_valid;
        logic                                   ps2_valid;
        logic   [PR_WIDTH-1:0]                  ps1;
        logic   [PR_WIDTH-1:0]                  ps2;
        logic   [PR_WIDTH-1:0]                  pd;
        logic   [AR_WIDTH-1:0]                  rd; 
        logic   [$clog2(ROB_QUEUE_DEPTH)-1:0]   rob_entry;
        logic   [31:0]                          pc;
        logic                                   br_en;
        logic   [6:0]                           op_code;
        logic   [31:0]                          imm;
        logic   [2:0]                           funct3;   
        logic   [6:0]                           funct7; 
        bp_state_t                              bp_curr_state;
        logic   [$clog2(LHT_DEPTH)-1:0]         br_pattern;  
        logic                                   predictor_used;
        logic   [$clog2(LHT_DEPTH)-1:0] ghr_val;
        logic   [31:0]                  btb_pc_next;
        logic                                   data_available; 
        logic       [31:0]                      load_data; 
    } res_station_struct_t;
    typedef struct packed {
        logic                                   busy;
        logic                                   ps1_valid;
        logic                                   ps2_valid;
        logic   [PR_WIDTH-1:0]                  ps1;
        logic   [PR_WIDTH-1:0]                  ps2;
        logic   [PR_WIDTH-1:0]                  pd;
        logic   [AR_WIDTH-1:0]                  rd; 
        logic   [$clog2(ROB_QUEUE_DEPTH)-1:0]   rob_entry;
        logic   [31:0]                          pc;
        logic                                   br_en;
        logic   [6:0]                           op_code;
        logic   [31:0]                          imm;
        logic   [2:0]                           funct3;   
        logic   [6:0]                           funct7;   
        bp_state_t                           bp_curr_state;
        logic   [$clog2(LHT_DEPTH)-1:0]         br_pattern;  
        logic                                   predictor_used;
        logic   [$clog2(LHT_DEPTH)-1:0] ghr_val;
        logic   [31:0]                  btb_pc_next;
        logic       [31:0]                      age; 
    } res_station_entry_t;
    typedef struct packed {
        logic   [PR_WIDTH-1:0]                  pd;
        logic   [31:0]                          pv; 
        logic   [AR_WIDTH-1:0]                  rd; 
        logic                                   regf_we; 
        logic   [$clog2(ROB_QUEUE_DEPTH)-1:0]   rob_entry;
        logic   [31:0]                          pc;
        logic                                   update_pc_next;
        logic   [31:0]                          pc_next;
        logic                                   branch_taken;
    } execution_out_t;
    typedef struct packed {
        logic   [PR_WIDTH-1:0]                  pd;
        logic   [31:0]                          pv; 
        logic   [AR_WIDTH-1:0]                  rd; 
        logic                                   regf_we; 
        logic   [$clog2(ROB_QUEUE_DEPTH)-1:0]   rob_entry;
        logic   [31:0]                          pc;
        logic                                   update_pc_next;
        logic   [31:0]                          pc_next;
        logic                                   branch_taken;
    } CDB_t;
    typedef struct packed {
        logic                                   ps1_valid;
        logic                                   ps2_valid;
        logic   [PR_WIDTH-1:0]                  ps1;
        logic   [PR_WIDTH-1:0]                  ps2;
        logic   [PR_WIDTH-1:0]                  pd;
        logic   [AR_WIDTH-1:0]                  rd; 
        logic   [$clog2(ROB_QUEUE_DEPTH)-1:0]   rob_entry;
        logic   [31:0]                          pc;
        logic                                   br_en;
        logic   [6:0]                           op_code;
        logic   [31:0]                          imm;
        logic   [2:0]                           funct3;   
        logic   [6:0]                           funct7; 
        bp_state_t                           bp_curr_state;  
        logic   [$clog2(LHT_DEPTH)-1:0]         br_pattern;  
        logic                                   predictor_used;
        logic   [$clog2(LHT_DEPTH)-1:0] ghr_val;
        logic   [31:0]                  btb_pc_next;
        logic                                   data_available; 
        logic       [31:0]                      load_data; 
    } ls_queue_entry_t;  
    typedef struct packed {
        logic                                   ps1_valid;
        logic                                   ps2_valid;
        logic   [PR_WIDTH-1:0]                  ps1;
        logic   [PR_WIDTH-1:0]                  ps2;
        logic   [PR_WIDTH-1:0]                  pd;
        logic   [AR_WIDTH-1:0]                  rd; 
        logic   [$clog2(ROB_QUEUE_DEPTH)-1:0]   rob_entry;
        logic   [31:0]                          pc;
        logic                                   br_en;
        logic   [6:0]                           op_code;
        logic   [31:0]                          imm;
        logic   [2:0]                           funct3;   
        logic   [6:0]                           funct7;   
        logic                                   valid;
    } ls_queue_entry_t_2;
    typedef struct packed {
        logic   [31:0]  addr2;
        logic   [31:0]  addr;
        logic   [31:0]  rdata;
        logic   [31:0]  wdata;
        logic   [3:0]   rmask;
        logic   [3:0]   wmask;
        logic   [2:0]                           funct3; 
        logic   [PR_WIDTH-1:0]                  pd;
        logic   [31:0]                          pv; 
        logic   [AR_WIDTH-1:0]                  rd; 
        logic                                   regf_we; 
        logic   [$clog2(ROB_QUEUE_DEPTH)-1:0]   rob_entry;
        logic   [31:0]                          pc;
        logic                                   update_pc_next;
        logic   [31:0]                          pc_next;
        logic                                   data_available; 
        logic       [31:0]                      load_data; 
    } split_lsq_t;
    typedef struct packed {
        logic   [31:0]  addr;
        logic   [31:0]  rdata;
        logic   [31:0]  wdata;
        logic   [3:0]   rmask;
        logic   [3:0]   wmask;
    } rvfi_mem_signals_t;
endpackage
package params;
endpackage
module lru_array #(
            parameter               S_INDEX     = 4,
            parameter               WIDTH       = 3
)(
    input   logic                   clk0,
    input   logic                   rst0,
    input   logic                   csb0,
    input   logic                   web0,
    input   logic   [S_INDEX-1:0]   addr0,
    input   logic   [WIDTH-1:0]     din0,
    output  logic   [WIDTH-1:0]     dout0,
    input   logic                   csb1,
    input   logic                   web1,
    input   logic   [S_INDEX-1:0]   addr1,
    input   logic   [WIDTH-1:0]     din1,
    output  logic   [WIDTH-1:0]     dout1
);
            localparam              NUM_SETS    = 2**S_INDEX;
            logic                   web0_reg;
            logic   [S_INDEX-1:0]   addr0_reg;
            logic   [WIDTH-1:0]     din0_reg;
            logic                   web1_reg;
            logic   [S_INDEX-1:0]   addr1_reg;
            logic   [WIDTH-1:0]     din1_reg;
            logic   [WIDTH-1:0]     internal_array [NUM_SETS];
    always_ff @(posedge clk0) begin
        if (rst0) begin
            web0_reg  <= 1'b1;
            addr0_reg <= 'x;
            din0_reg  <= 'x;
            web1_reg  <= 1'b1;
            addr1_reg <= 'x;
            din1_reg  <= 'x;
        end else begin
            if (!csb0) begin
                web0_reg  <= web0;
                addr0_reg <= addr0;
                din0_reg  <= din0;
            end
            if (!csb1) begin
                web1_reg  <= web1;
                addr1_reg <= addr1;
                din1_reg  <= din1;
            end
        end
    end
    always_ff @(posedge clk0) begin
        if (rst0) begin
            for (int i = 0; i < NUM_SETS; i++) begin
                internal_array[i] <= '0;
            end
        end else begin
            if (!web0_reg) begin
                internal_array[addr0_reg] <= din0_reg;
            end
            if (!web1_reg) begin
                internal_array[addr1_reg] <= din1_reg;
            end
        end
    end
    always_comb begin
        dout0 = ((!web1_reg && (addr0_reg == addr1_reg))) ? din1_reg : internal_array[addr0_reg];
        dout1 = internal_array[addr1_reg];
    end
endmodule : lru_array
```
**flow/run.sh**
```bash
#!/bin/bash
# OpenROAD 26Q1-2900-gdf79404cd8, Yosys 0.63+post, stock flow scripts
make -C /OpenROAD-flow-scripts/flow DESIGN_CONFIG=/design/flow/config.mk WORK_HOME=/design/flow/orfs finish
```
**flow/config.mk**
```make
export PLATFORM = sky130hd
export DESIGN_NAME = lru_array
export DESIGN_NICKNAME = lru_array
export VERILOG_FILES = /design/flow/design.v
export SDC_FILE = /design/flow/constraint.sdc
export NUM_CORES = 4
export LEC_CHECK = 1
export CORE_UTILIZATION = 30
```
**flow/constraint.sdc**
```tcl
current_design lru_array

set clk_period 3.0
set clk_io_pct 0.2

create_clock -name clk0 -period $clk_period [get_ports {clk0}]

set non_clock_inputs [all_inputs -no_clocks]
set_input_delay [expr $clk_period * $clk_io_pct] -clock clk0 $non_clock_inputs
set_output_delay [expr $clk_period * $clk_io_pct] -clock clk0 [all_outputs]
```
==> flow_summary.yaml <==
# synthesis and place-and-route metrics
timing:
  finalClockPeriodUsage_pct: 97.07
  hold_viol: 0
  rsz0062_at_grt: "no"
  slew_headroom_pct: 48.61
  period_minus_slack_ns: 2.912
  setup_slack_ns: 0.08786
  max_freq_mhz: 343.4
  drv_slew: 0
  setup_tns_ns: 0
  max_slew.worst_pin.slew_ns: 0.7708
  setup_viol: 0
  skew_ns: 0.004549
floorplan:
  initial_core_util_pct: 30.95
  die_area_um2: 14240
  die_w_um: 119.4
  core-area_um2: 13350
  rows: 42
  die_h_um: 119.4
  io_pins: 26
yosys:
  synth_top_flop_cell: "edfxtp_1"
  ys_cells: 329
  yosysTopAreaCell: "edfxtp_1"
  postSynthSeqShare_pct: 49.91
  async_reset_ff_share_pct: 0
  synth-edff-count: 62
  yosys-stat-area_um2: 4131
  synth_cell_types: 35
  top_cells_by_area: "edfxtp_1 45%, mux4_2 13%, mux2_2 9.5%"
  synth_flops: 72
  ys.warnings.count: 1
  syn_area_um2: 4131
  syn_inst: 329
  top_cell_area_share_pct: 45.06
  syn_avg_cell_area_um2: 12.56
global_routing:
  grt_max_degree: 18
  grt_usage_pct: 16.94
  grt_pass1_wl_mm: 17.14
  grt_pass1_vias: 2950
  antenna_found_initial: 0
  grt-ovfl-total: 0
detailed_routing:
  vias: 2958
  drtPass1Iterations: 7
  via_per_inst: 5.418
  wl_per_cell_um: 19.66
  n_antenna_cell: 0
  drcViolationCount: 0
  wl_mm: 10.73
  drt_iter0_drc: 229
  postRouteAntennaNets: 0
worst_setup_path:
  cp.required_ns: 2.40
  endpoint_kind: "output port"
  worstPathMaxFanout: 12
  startpoint_type: "register"
  worstPathArrival_ns: 2.31
  critical_path_class: "register to output port"
cts:
  cts_buffers: 9
  ctsHoldBuffers: 0
  cts_tree: "yes"
  clock-sinks: 72
  htree_levels: 3
  cts_buffer_depth: 2
  root_buffer: "clkbuf_16"
  clk_pin_slew_ns: 0.05
  insertion_delay_ns: 0.33
cells_and_area:
  layout-drive-gt1-share_pct: 27.30
  area_growth_pct: 20.84
place:
  dp_slack_ns: 0.1822
  gp_congestion: 0.9526
  port_buffers: 25
  dp_hpwl_mm: 8.295
outcome:
  outcome: "finished clean"
power_and_ir_drop:
  powerDensity_nw_per_um2: 539.2
  peakVddDrop_mv: 0.2994
  p_leak_nw: 1.787
job:
  warnings: 25
  maxCapViolations: 0
min_path:
  holdCritPathClass: "register to register"
==> layout by cell type, fill, tap and decap left out, types with 2 or more instances in the layout <==
cell type	n
o21ai_0	6
edfxtp_1	62
nor2_1	41
nor2b_1	3
clkdlybuf4s50_1	25
o311ai_0	3
nor3_2	3
clkbuf_1	3
o211ai_1	6
bufinv_16	2
o31ai_1	18
clkbuf_16	9
dfxtp_2	2
mux2i_1	11
mux4_2	24
nor3_1	2
buf_4	18
mux4_1	3
or3_1	6
inv_1	7
nand3_1	7
mux2_2	35
dfxtp_1	8
nand2_1	48
and3_1	2
==> critical path: stages, from the launching register on <==
cell and delay, ns:
dfxtp_1 0.32, buf_6 0.20, mux4_2 0.55, mux4_2 0.47, clkdlybuf4s50_1 0.43
==> routing by layer <==
metal  track usage, %  vias up  part of all wire (%)  wire (um)
met5            2.574        -                     0          0
met2            23.84      166                    44       4692
met1            24.19     1433                    40       4263
met4            2.188        0                   1.5        166
li1                 -     1343                     -          -
met3            9.491       16                    15       1611
==> final timing paths <==
check | from | end | slack (ns) | cells past startpoint
worst min register to register | web0_reg | web0_reg | 0.53 | 2
worst max-delay path | register | dout1[2] | 0.09 | 4
worst max register to register | addr1_reg[2] | internal_array[0][1] | 1.05 | 3
worst min-delay path | web0_reg | web0_reg | 0.53 | 2
==> kinds of logic after synthesis <==
group	share of synthesized area, %
and+or+nand+nor	13.30
muxes	27.20
DFF	49.91
AOI/OAI and AO/OA	6.481
buffers and inverters	2.907
xor gates and xnor gates	0.2120
==> timing repair <==
item	CTS	global route
buffers inserted	2	1
setup endpoints to repair	1	6
gates resized	0	6
pin swaps	0	1
==> metrics by stage <==
step                      area [um^2]  cells  utilization (%)  power (W)  hold slack, ns
after floorplan                  4131    329                -   0.001422          0.4696
after global routing             4992    546            37.40   0.002788          0.5809
after global placement           4636    527            34.73   0.001580          0.5178
after detailed placement         4636    527            34.73   0.001582          0.5152
after CTS                        4966    545            37.20   0.002698          0.5323
final                            4992    546            37.40   0.002692          0.5276
==> power breakdown <==
part	internal, W	switching, W
Clock	0.000749	0.000369
Sequential	0.00115	0.0000807
Combinational	0.000188	0.000156
==> synthesized netlist by cell type, drive strengths merged, types with 7 or more instances <==
master	instances
o31ai	18
nor2	41
buf	7
nand2	48
nand3	7
edfxtp	62
mux4	27
inv	7
mux2i	11
dfxtp	10
clkbuf	13
mux2	35
==> layout make-up <==
class / instances / area (um^2)
fill: 1297 / 8356
sequential: 72 / 2064
timing repair buffer: 45 / 416.7
multi-input combinational: 230 / 1949
inverter: 7 / 26.28
clock buffer: 13 / 250.2
clock inverter: 3 / 65.06
tap: 176 / 220.2
Power figures rest on the tool's default switching activity, not on a simulated workload.
